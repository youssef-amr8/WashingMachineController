==> design/flow/run.sh <==
#!/bin/bash
# OpenROAD 26Q1-2900-gdf79404cd8, Yosys 0.63+post, stock flow scripts
make -C /OpenROAD-flow-scripts/flow DESIGN_CONFIG=/design/flow/config.mk WORK_HOME=/design/flow/orfs finish
==> design/flow/config.mk <==
export PLATFORM = sky130hd
export DESIGN_NAME = top_washing_machine
export DESIGN_NICKNAME = top_washing_machine
export VERILOG_FILES = /design/flow/design.v
export SDC_FILE = /design/flow/constraint.sdc
export NUM_CORES = 4
export LEC_CHECK = 1
export CORE_AREA = 10 10 84 84
export DIE_AREA = 0 0 94 94
==> design/flow/constraint.sdc <==
current_design top_washing_machine

set clk_period 2.2
set clk_io_pct 0.2

create_clock -name clk0 -period $clk_period [get_ports {clk}]

set non_clock_inputs [all_inputs -no_clocks]
set_input_delay [expr $clk_period * $clk_io_pct] -clock clk0 $non_clock_inputs
set_output_delay [expr $clk_period * $clk_io_pct] -clock clk0 [all_outputs]
==> design/flow/design.v <==
module top_washing_machine(
    input clk, rst, pwr_btn, start, stop, pause, door_sensor,
    input [2:0] mode,
    input water_lvl, load_detect,
    output [3:0] crnt_state,
    output door_locked,
    output [1:0] drn_count,
    output timer_done
);
    wire timer_start_pulse;
    wire timer_reset_pulse;
    wire timer_pause_pulse;
    wire timer_resume_pulse;
    parameter INIT     = 4'b0000;
    parameter IDLE     = 4'b0001;
    parameter WTR_FIL  = 4'b0010;
    parameter WASH     = 4'b0011;
    parameter DRN      = 4'b0100;
    parameter RNS      = 4'b0101;
    parameter SPN      = 4'b0110;
    parameter CMPLET   = 4'b0111;
    parameter OFF      = 4'b1000;
    parameter PAUSED   = 4'b1001;
    parameter NO_ERROR          = 3'b000;
    parameter DOOR_OPEN_ERR     = 3'b001;
    parameter WATER_LVL_ERR     = 3'b010;
    parameter LOAD_MISSING_ERR  = 3'b011;
    parameter default_counter = 5;
    parameter WHITES_TIME = 20;
    parameter HEAVY_DUTY_TIME = 30;
    parameter NORMAL_TIME = 15;
    parameter ECO_TIME = 10;
    parameter QUICK_TIME = 5;
    parameter BULKY_TIME = 25;
    washing_machine_controller controller (
        .clk(clk),
        .rst(rst),
        .pwr_btn(pwr_btn),
        .start(start),
        .stop(stop),
        .pause(pause),
        .door_sensor(door_sensor),
        .mode(mode),
        .water_lvl(water_lvl),
        .load_detect(load_detect),
        .crnt_state(crnt_state),
        .door_locked(door_locked),
        .drn_count(drn_count),
        .timer_start_pulse(timer_start_pulse),
        .timer_reset_pulse(timer_reset_pulse),
        .timer_pause_pulse(timer_pause_pulse),
        .timer_resume_pulse(timer_resume_pulse),
        .timer_done(timer_done)
    );
    timer washing_machine_timer (
        .clk(clk),
        .rst(rst),
        .timer_start(timer_start_pulse),
        .timer_reset(timer_reset_pulse),
        .timer_pause(timer_pause_pulse),
        .timer_resume(timer_resume_pulse),
        .state(crnt_state),
        .mode(mode),
        .timer_finish(timer_done)
    );
endmodule
module washing_machine_controller(
    input clk, rst, pwr_btn, start, stop, pause, door_sensor,
    input [2:0] mode,
    input water_lvl, load_detect,
    output reg [3:0] crnt_state,
    output reg door_locked,
    output reg [1:0] drn_count,
    output wire timer_start_pulse,   
    output wire timer_reset_pulse,
    output wire timer_pause_pulse,
    output wire timer_resume_pulse,
    input timer_done
);
    parameter INIT     = 4'b0000;
    parameter IDLE     = 4'b0001;
    parameter WTR_FIL  = 4'b0010;
    parameter WASH     = 4'b0011;
    parameter DRN      = 4'b0100;
    parameter RNS      = 4'b0101;
    parameter SPN      = 4'b0110;
    parameter CMPLET   = 4'b0111;
    parameter OFF      = 4'b1000;
    parameter PAUSED   = 4'b1001;
    parameter NO_ERROR          = 3'b000;
    parameter DOOR_OPEN_ERR     = 3'b001;
    parameter WATER_LVL_ERR     = 3'b010;
    parameter LOAD_MISSING_ERR  = 3'b011;
    parameter default_counter = 5;
    parameter WHITES_TIME = 20;
    parameter HEAVY_DUTY_TIME = 30;
    parameter NORMAL_TIME = 15;
    parameter ECO_TIME = 10;
    parameter QUICK_TIME = 5;
    parameter BULKY_TIME = 25;
    reg timer_start_pulse_reg;
    reg timer_reset_pulse_reg;
    reg timer_pause_pulse_reg;
    reg timer_resume_pulse_reg;
    reg [3:0] nxt_state;
	reg [3:0] temp_state;
    reg err_flag;
    reg [2:0] err_code;
    assign timer_start_pulse = timer_start_pulse_reg;
    assign timer_reset_pulse = timer_reset_pulse_reg;
    assign timer_pause_pulse = timer_pause_pulse_reg;
    assign timer_resume_pulse = timer_resume_pulse_reg;
    timer washing_machine_timer (
    .clk(clk),
    .rst(rst),
    .timer_start(timer_start_pulse),   
    .timer_reset(timer_reset_pulse),   
    .timer_pause(timer_pause_pulse),   
    .timer_resume(timer_resume_pulse),  
    .state(crnt_state),                 
    .mode(mode),                        
    .timer_finish(timer_done)           
);
    always @(posedge clk or posedge rst) begin
        if (rst) begin
            crnt_state <= INIT;
            err_flag <= 0;
            door_locked <= 0;
            drn_count <= 0;
            err_code <= NO_ERROR;
            timer_start_pulse_reg <= 0;
            timer_reset_pulse_reg <= 1;   
            timer_pause_pulse_reg <= 0;
            timer_resume_pulse_reg <= 0;
        end else begin
            crnt_state <= nxt_state;
			timer_start_pulse_reg <= 0;
            timer_reset_pulse_reg <= 0;
        end
    end
    always @(*) begin
        nxt_state = crnt_state;
        if (pwr_btn == 0) begin
            nxt_state = OFF;   
        end else begin
            case (crnt_state) //synopsys full_case parallel_case
                INIT: begin
                    timer_reset_pulse_reg = 1; 
                    err_flag     = 0;
                    err_code     = NO_ERROR;
					nxt_state = IDLE;
                end
                IDLE: begin
                     timer_start_pulse_reg = 1;
                    if (timer_done) begin
                        nxt_state = OFF;
                    end else if (start) begin
                        timer_reset_pulse_reg = 1; 
                        nxt_state = WTR_FIL;
                    end
                end
                WTR_FIL: begin
					timer_start_pulse_reg = 1;
					if (stop) begin
						nxt_state = DRN;   
						timer_reset_pulse_reg = 1;
					end else if (!door_sensor) begin
						err_flag = 1;
						err_code = DOOR_OPEN_ERR;
						nxt_state = PAUSED;
						timer_pause_pulse_reg = 1;
					end else if (!load_detect) begin
						err_flag = 1;
						err_code = LOAD_MISSING_ERR;   
						nxt_state = PAUSED;
						timer_pause_pulse_reg = 1;
					end else if (water_lvl) begin
						door_locked = 1;
						nxt_state = WASH;
						timer_reset_pulse_reg = 1; 
					end else if (!water_lvl && timer_done) begin
						err_flag = 1;
						err_code = WATER_LVL_ERR;
						nxt_state = PAUSED;
						timer_pause_pulse_reg = 1;
					end
				end
                WASH: begin
                    timer_start_pulse_reg = 1;
                    if (timer_done) begin
                        nxt_state = DRN;
						timer_reset_pulse_reg = 1; 
                    end else if (err_flag || pause) begin
                        nxt_state = PAUSED;
						temp_state = crnt_state;
						timer_pause_pulse_reg = 1;
                    end else if (stop) begin
                        nxt_state = DRN;
						timer_reset_pulse_reg = 1; 
                    end
                end
                DRN: begin
					if (!water_lvl) begin
						if (drn_count < 3) begin
							drn_count = drn_count + 1;
						end
						if (stop) begin
							nxt_state = IDLE;
							timer_reset_pulse_reg = 1; 
						end else begin
							case (drn_count) //synopsys full_case parallel_case
								2'b01: begin nxt_state = RNS; timer_reset_pulse_reg = 1; end 
								2'b10: begin nxt_state = SPN; timer_reset_pulse_reg = 1; end  
								2'b11: begin nxt_state = CMPLET; timer_reset_pulse_reg = 1; end 
							endcase
						end
					end
				end
                RNS: begin
                    timer_start_pulse_reg = 1;
					if (stop) begin
                        nxt_state = DRN;   
                        timer_reset_pulse_reg = 1;
                    end 
                    else if (timer_done) begin
                        nxt_state = DRN;
						timer_reset_pulse_reg = 1; 
                    end else if (err_flag || pause) begin
                        nxt_state = PAUSED;
						temp_state = crnt_state;
						timer_pause_pulse_reg = 1;
                    end
                end
                SPN: begin
                    timer_start_pulse_reg = 1;
					if (stop) begin
                        nxt_state = DRN;   
                        timer_reset_pulse_reg = 1;
                    end 
                    else if (timer_done) begin
                        nxt_state = DRN;
						timer_reset_pulse_reg = 1; 
                    end else if (err_flag || pause) begin
                        nxt_state = PAUSED;
						temp_state = crnt_state;
						timer_pause_pulse_reg = 1;
                    end
                end
                CMPLET: begin
                    timer_reset_pulse_reg = 1; 
                    door_locked  = 0;
                    drn_count    = 0;
                    nxt_state = IDLE;
                end
                OFF: begin
					timer_reset_pulse_reg = 1; 
					door_locked  = 0;
					drn_count    = 0;
					err_flag     = 0;
					err_code     = NO_ERROR;
					if (pwr_btn == 1) begin
						nxt_state = INIT;
					end else begin
						nxt_state = OFF;
					end
				end
                PAUSED: begin
					if (stop) begin
						nxt_state = DRN;   
						timer_reset_pulse_reg = 1;
					end else if (err_flag) begin
						case (err_code) //synopsys full_case parallel_case
							DOOR_OPEN_ERR: begin
								if (door_sensor) begin
									err_flag = 0;   
									err_code = NO_ERROR;   
									nxt_state = temp_state;   
									timer_resume_pulse_reg = 1;
								end
							end
							WATER_LVL_ERR: begin
								if (water_lvl) begin
									err_flag = 0;
									err_code = NO_ERROR;
									nxt_state = temp_state;
									timer_resume_pulse_reg = 1;
								end
							end
							LOAD_MISSING_ERR: begin
								if (load_detect) begin
									err_flag = 0;
									err_code = NO_ERROR;
									nxt_state = temp_state;
									timer_resume_pulse_reg = 1;
								end
							end
						endcase
					end else if (!err_flag && start) begin
						nxt_state = temp_state;
						timer_resume_pulse_reg = 1;
						timer_pause_pulse_reg <= 0;
					end else if (!start) begin
						 nxt_state = PAUSED;	
						timer_resume_pulse_reg <= 0;
					end
				end
            endcase
        end
    end
endmodule
module timer(
    input clk,
    input rst,
    input timer_start,        
    input timer_reset,        
    input timer_pause,        
    input timer_resume,       
    input [3:0] state,
    input [2:0] mode,
    output reg timer_finish
);
    parameter INIT     = 4'b0000;
    parameter IDLE     = 4'b0001;
    parameter WTR_FIL  = 4'b0010;
    parameter WASH     = 4'b0011;
    parameter DRN      = 4'b0100;
    parameter RNS      = 4'b0101;
    parameter SPN      = 4'b0110;
    parameter CMPLET   = 4'b0111;
    parameter OFF      = 4'b1000;
    parameter PAUSED   = 4'b1001;
    parameter default_counter = 5;
    parameter WHITES_TIME = 20;
    parameter HEAVY_DUTY_TIME = 30;
    parameter NORMAL_TIME = 15;
    parameter ECO_TIME = 10;
    parameter QUICK_TIME = 5;
    parameter BULKY_TIME = 25;
    reg [31:0] timer_count;   
    reg timer_active;         
    function [31:0] get_timer_duration(input [3:0] crnt_state, input [2:0] wash_mode);
        case (crnt_state) //synopsys full_case
            IDLE, WTR_FIL, RNS, SPN: get_timer_duration = default_counter;
            WASH: begin
                case (wash_mode) //synopsys full_case parallel_case
                    3'b000: get_timer_duration = WHITES_TIME;
                    3'b001: get_timer_duration = HEAVY_DUTY_TIME;
                    3'b010: get_timer_duration = NORMAL_TIME;
                    3'b011: get_timer_duration = ECO_TIME;
                    3'b100: get_timer_duration = QUICK_TIME;
                    3'b101: get_timer_duration = BULKY_TIME;
                endcase
            end
        endcase
    endfunction
     always @(posedge clk or posedge rst) begin
        if (rst) begin
            timer_count  <= 0;
            timer_finish <= 0;
            timer_active <= 0;
        end else if (timer_reset) begin
            timer_count  <= 0;
            timer_finish <= 0;
            timer_active <= 0;
        end else if (timer_start && !timer_active) begin
            timer_count  <= get_timer_duration(state, mode);
            timer_active <= 1;
            timer_finish <= 0;
        end else if (timer_pause) begin
            timer_active <= 0;   
        end else if (timer_resume) begin
            timer_active <= 1;   
        end else if (timer_active && timer_count > 0) begin
            timer_count <= timer_count - 1;
            timer_finish <= 0;
        end else if (timer_count == 0) begin
            timer_finish <= 1;
            timer_active <= 0;
        end
    end
endmodule
==> run summary <==
run results: total wire length 1.764 mm, area grow syn2layout 30.02%, Worst Skew 0.003046 ns, endpoint class of the critical path primary output, initial core utilization 13.05%, RSZ-0062 raised after global routing no, Remaining DRCs 0, CTS H-Tree Depth 1, Clk pwr share 25.6%, Core Box Area 0.005205 sq mm, setup violators final 0, vias per std cell 3.880, vias in the first global route 648, initial DRC count 71, CTS Buf Count 3, crit-path cells clkdlybuf4s50_1, final worst-path cycle share 90.65%, post-CTS sizing 0, final worst slack 0.2056 ns, antenna violations before repair 0, chip width 94 microns, fraction of layout cells with a size suffix above 1 11.34%, Root Driver clkbuf_8, Distinct lib cells used 40, hold slack 0.4108 ns, Max Cap Violations 0, post-route ant nets 0, Mean Syn Cell Area 7.809 sq um, Place WS 0.1665 ns, via count 648, fin util 16.97%, cts-stage hold buffer count 0, Hold Crit Class input port to async pin, critical setup path kind flip-flop to primary output, Finished Layout Cells 167, crit start category flip-flop, CP Data Required Time 1.76 ns, Worst VDD drop 0.1546 mV, prevailing post-synth register cell dlxtn_1, Synth Warn # 59, I/O pins 20, dpl cells 164, Routed WL per cell 10.56 microns, count of unclocked register or latch pins 4, Pre-antenna DRT Iters 4, Yosys chip area 679.4 sq um, Final Hold Fails 0, CP max stage cell dfrtp_1, switching share of power 37.06%, power density cells 665.6 mW/mm^2, setup TNS 0 ns, Int Pwr 0.0003701 W, Post-DP HPWL 1.357 mm, Max Fclk 501.4 MHz, Slew HR 57.02%, combinational power share 43.4%, GRT Residual Overflow 0, Slew @ Worst Pin 0.6446 ns, Late-Pin Clk Latency 0.21 ns, Crit path max-delay family flip-flops, Syn Inst Count 87, crit path time final 1.994 ns, fin. max-slew vios 0, CTS tree done, clock-pin slew on the worst setup and hold paths 0.03 ns, worst stage delay on the critical path 0.74 ns, largest net degree at the start of global routing 23, crit-path max FO 22, Rows 26, register share of total power 31.0%, P_leak 0.3320 nW, chip area 0.008836 sq mm, number of cells in Yosys stat 87, asr flop ratio synth 50.00%, WP buf/inv 1, IO Port Bufs 12, die extent in y 94 microns, Syn Std Cell Area 679.4 sq um, worst path arrival time 1.55 ns, switching pwr 0.0002179 W, Post-CTS Setup Repair Bufs 0, Tot GR Track Use 4.008%, run status complete, no violations, first-pass GRT wire length 2.994 mm, endpoints left unconstrained 4, Final GP Congestion 0.7701, CTS max path bufs 2, EDFF count, synth 0, OpenROAD warning count 28, Yosys reg bits 8, antenna cells 0
-- power by group through the flow --
stage	combinational [W]	sequential, W	clock, W
after CTS	0.000258	0.000183	0.000155
final	0.000255	0.000182	0.000151
after global routing	0.000289	0.000191	0.000166
-- Yosys cell counts, types with 2 or more instances --
master	count	area share (%)
buf_4	7	7.7
a21oi_1	5	3.7
nand2_1	5	2.8
dfrtp_1	4	15
dlxtn_1	4	8.8
nand3_1	4	2.9
nor2_1	4	2.2
buf_2	3	2.2
inv_1	3	1.7
nand2b_1	3	2.8
nand3b_1	3	3.3
o21ai_1	3	2.2
a31oi_1	2	1.8
and3_1	2	1.8
and3b_1	2	2.6
nand4_1	2	1.8
nor2b_1	2	1.8
nor3_1	2	1.5
nor3b_1	2	2.2
o21ai_0	2	1.5
o22ai_1	2	1.8
or3b_1	2	2.6
xnor2_1	2	2.6
-- flip-flops by register name (all words and copies together) (netlist names) --
name                   count
controller.temp_state      4
controller.crnt_state      4
-- worst paths after layout --
| kind | startpoint | slack (ns) | cells past startpoint | endpoint |
|---|---|---|---|---|
| setup / recovery | controller.crnt_state[2] | 0.21 | 1 | crnt_state[2] |
| hold / removal | rst | 0.41 | 2 | controller.crnt_state[1] |
| setup reg to reg | controller.crnt_state[2] | 0.38 | 5 | controller.crnt_state[1] |
| hold reg to reg | controller.crnt_state[0] | 0.79 | 2 | controller.crnt_state[0] |
| max in group asynchronous | rst | 1.64 | 2 | controller.crnt_state[0] |
| min in group clk0 | controller.crnt_state[0] | 0.79 | 2 | controller.crnt_state[0] |
-- kinds of logic after synthesis --
| family | Yosys count | share of synthesized area (%) |
|---|---|---|
| and+or+nand+nor | 39 | 37.20 |
| AOI/OAI and AO/OA | 23 | 22.84 |
| buffers and inverters | 14 | 13.26 |
| DFF | 4 | 14.73 |
| latches | 4 | 8.840 |
| xor gates and xnor gates | 2 | 2.579 |
| other | 1 | 0.5520 |
-- cell type report --
cell class / count / area, sq um
fillers: 602 / 4322
multi-input cells: 68 / 440.4
flip-flops and latches: 8 / 160.2
repair buffers: 15 / 142.6
well taps: 70 / 87.58
clock buffers: 3 / 41.29
inverters: 3 / 11.26
-- placed cells by master (no fill, tap or decap), types with 3 or more instances in the layout --
| master | synthesis | routed |
|---|---|---|
| nand3b_1 | 3 | 3 |
| nand2_1 | 5 | 5 |
| inv_1 | 3 | 3 |
| nand3_1 | 4 | 4 |
| a21oi_1 | 5 | 5 |
| dlxtn_1 | 4 | 4 |
| conb_1 | 1 | 4 |
| dfrtp_1 | 4 | 4 |
| buf_4 | 7 | 3 |
| o21ai_1 | 3 | 3 |
| clkbuf_8 | 0 | 3 |
| nor2_1 | 4 | 4 |
| clkdlybuf4s50_1 | 0 | 12 |
| nand2b_1 | 3 | 3 |
-- per-stage QoR --
step	total power (W)	instance area, sq um
floorplan	0.0003653	690.7
global placement	0.0004386	842.1
global route	0.0006462	883.3
finish	0.0005880	883.3
CTS	0.0005967	883.3
detailed placement	0.0004405	842.1
-- metal layers --
layer / share of wire [%] / wire [microns] / up-vias / GRT usage (%)
li1: - / - / 331 / -
met1: 44 / 772 / 298 / 5.046
met2: 48 / 855 / 17 / 6.912
met3: 6.8 / 120 / 2 / 0.8078
met4: 0.85 / 15 / 0 / 0.7595
met5: 0 / 0 / - / 0
Power is estimated from default activity; no workload was simulated.
